<file path="flow/design.v">
module hex_to_sseg(
    input logic [3:0] hex,
    input logic dp_in,
    output logic [7:0] sseg
    );
    always_comb
    begin
        case(hex)
            4'h0    :   sseg[6:0] = 7'b1000000;
            4'h1    :   sseg[6:0] = 7'b1111001;
            4'h2    :   sseg[6:0] = 7'b0100100;
            4'h3    :   sseg[6:0] = 7'b0110000;
            4'h4    :   sseg[6:0] = 7'b0011001;
            4'h5    :   sseg[6:0] = 7'b0010010;
            4'h6    :   sseg[6:0] = 7'b0000010;
            4'h7    :   sseg[6:0] = 7'b1111000;
            4'h8    :   sseg[6:0] = 7'b0000000;
            4'h9    :   sseg[6:0] = 7'b0010000;
            4'hA    :   sseg[6:0] = 7'b0001000;
            4'hB    :   sseg[6:0] = 7'b0000011;
            4'hC    :   sseg[6:0] = 7'b1000110;
            4'hD    :   sseg[6:0] = 7'b0100001;
            4'hE    :   sseg[6:0] = 7'b0000110;
            default :   sseg[6:0] = 7'b0001110;
       endcase
   end
 assign sseg[7]  = dp_in;
endmodule
module  seg7_debug_core(
    input   logic           enable_i,
    input   logic   [23:0]  value_i,
    input   logic   [2:0]   mode_i,
    input   logic   [5:0]   dp_n_i,  
    input   logic   [5:0]   blank_i,     
    output  logic   [7:0]   hex5_o,
    output  logic   [7:0]   hex4_o,
    output  logic   [7:0]   hex3_o,
    output  logic   [7:0]   hex2_o,
    output  logic   [7:0]   hex1_o,
    output  logic   [7:0]   hex0_o);
    localparam  logic   [2:0]   MODE_FULL6_HEX  =   3'd0;
    localparam  logic   [2:0]   MODE_SPLIT2X12  =   3'd1;
    localparam  logic   [2:0]   MODE_SPLIT3X8   =   3'd2;
    localparam  logic   [2:0]   MODE_DIGIT_RAW  =   3'd3;
    logic   [3:0]   dig5, dig4, dig3, dig2, dig1, dig0;
    logic   [5:0]   default_dp_n;
    logic   [5:0]   final_dp_n;
    logic   [7:0]   hex5_raw, hex4_raw, hex3_raw, hex2_raw, hex1_raw, hex0_raw;
    always_comb
    begin
        dig5    =   value_i[23:20];
        dig4    =   value_i[19:16];
        dig3    =   value_i[15:12];
        dig2    =   value_i[11:8];
        dig1    =   value_i[7:4];
        dig0    =   value_i[3:0];
    unique  case    (mode_i)
        MODE_FULL6_HEX: default_dp_n    =   6'b111111;   
        MODE_SPLIT2X12: default_dp_n    =   6'b110111;
        MODE_SPLIT3X8:  default_dp_n    =   6'b101011;
        MODE_DIGIT_RAW: default_dp_n    =   6'b111111;
        default:        default_dp_n    =   6'b111111;
    endcase
    final_dp_n    =   default_dp_n    &   dp_n_i;
    end
    hex_to_sseg u_hex5  (.hex(dig5),    .dp_in(final_dp_n[5]),  .sseg(hex5_raw));
    hex_to_sseg u_hex4  (.hex(dig4),    .dp_in(final_dp_n[4]),  .sseg(hex4_raw));
    hex_to_sseg u_hex3  (.hex(dig3),    .dp_in(final_dp_n[3]),  .sseg(hex3_raw));
    hex_to_sseg u_hex2  (.hex(dig2),    .dp_in(final_dp_n[2]),  .sseg(hex2_raw));
    hex_to_sseg u_hex1  (.hex(dig1),    .dp_in(final_dp_n[1]),  .sseg(hex1_raw));
    hex_to_sseg u_hex0  (.hex(dig0),    .dp_in(final_dp_n[0]),  .sseg(hex0_raw));
    always_comb
    begin
        hex5_o  =   (!enable_i  ||  blank_i[5])  ?   8'hFF   :   hex5_raw;
        hex4_o  =   (!enable_i  ||  blank_i[4])  ?   8'hFF   :   hex4_raw;
        hex3_o  =   (!enable_i  ||  blank_i[3])  ?   8'hFF   :   hex3_raw;
        hex2_o  =   (!enable_i  ||  blank_i[2])  ?   8'hFF   :   hex2_raw;
        hex1_o  =   (!enable_i  ||  blank_i[1])  ?   8'hFF   :   hex1_raw;
        hex0_o  =   (!enable_i  ||  blank_i[0])  ?   8'hFF   :   hex0_raw;
    end
endmodule
</file>
<file path="flow/run.sh">
#!/bin/bash
# OpenROAD 26Q1-2900-gdf79404cd8, Yosys 0.63+post, stock flow scripts
make -C /OpenROAD-flow-scripts/flow DESIGN_CONFIG=/design/flow/config.mk WORK_HOME=/design/flow/orfs finish
</file>
<file path="flow/config.mk">
export PLATFORM = sky130hd
export DESIGN_NAME = seg7_debug_core
export DESIGN_NICKNAME = seg7_debug_core
export VERILOG_FILES = /design/flow/design.v
export SDC_FILE = /design/flow/constraint.sdc
export NUM_CORES = 4
export LEC_CHECK = 1
export CORE_AREA = 10 10 91 91
export DIE_AREA = 0 0 101 101
</file>
<file path="flow/constraint.sdc">
current_design seg7_debug_core

set clk_period 1.5
set clk_io_pct 0.2

create_clock -name clk0 -period $clk_period

set non_clock_inputs [all_inputs -no_clocks]
set_input_delay [expr $clk_period * $clk_io_pct] -clock clk0 $non_clock_inputs
set_output_delay [expr $clk_period * $clk_io_pct] -clock clk0 [all_outputs]
</file>
==> flow_metrics.tcl <==
# flow metrics
set metrics [dict create \
    outcome "finished, violations left" \
    violations "negative setup slack" \
    drtAntennaViolNets 0 \
    cp.required_ns 1.20 \
    mostFrequentLayoutCell "buf_4" \
    place_ws_ns -0.935 \
    comb_area_um2 2360 \
    cp-end-kind "output pin" \
    grt_pass1_vias 2572 \
    flop-count 0 \
    register_area_um2 0 \
    place.detailed.hpwl_mm 5.25 \
    rsz0062_at_grt "yes" \
    finalSetupTns_ns -0.500 \
    p_leak_nw 1.83 \
    aoi_share_pct 28.7 \
    routed_wl_mm 7.54 \
    grt-ovfl-total 0 \
    avgViaCountPerCell 4.92 \
    drt-met1-wl_mm 3.43 \
    grt_pass1_wl_mm 11.9 \
    arrival_ns 1.38 \
    hold_viol_final 0 \
    netlist_instances 238 \
    antenna_cells 0 \
    drt_first_pass_iters 4 \
    layout_setup_ws_ns -0.177 \
    yosysChipArea_um2 1760 \
    met2_length_mm 3.35 \
    chipHeight_um 101 \
    worstHoldPathType "in -> out" \
    grt_max_degree 10 \
    top_layer "met4" \
    yosysUniqueCellTypes 35 \
    worst_pin_slew_ns 0.249 \
    wire_per_inst_um 14.9 \
    yosysWarningCount 3 \
    clock_buffers 0 \
    finalMaxSlewViolations 0 \
    max_slew_margin_pct 83.2 \
    mostFrequentLayoutCells "buf_4, buf_2, buf_6" \
    ir_drop_mv 0.169 \
    rows 29 \
    setup_viol 10 \
    area_growth_pct 141 \
    muxShareOfSynthArea_pct 12.3 \
    grt.total_usage_pct 13.3 \
    io_buffers 88 \
    logic_family "adder cells" \
    drt_iter0_markers 29 \
    place_congestion 0.888 \
    syn_area_um2 1760 \
    cp_max_fo 3 \
    adder_share_pct 29.9 \
    min_period_ns 1.68 \
    ys_cells 238 \
    io_pins 88 \
    ys_seq_share_pct 0 \
    worstSetupStartpointType "input pin" \
    fmax_mhz 596 \
    met3_wirelength_um 670 \
    antenna_found_initial 0 \
    power_mw 1.07 \
    maxCapViolCount 0 \
    fp-utilization_pct 27.6 \
    synthXorXnorAreaFrac_pct 0 \
    drive_gt1_share_pct 69.3 \
    chipArea_um2 10200 \
    nFillCells 444 \
    vias 2496 \
    cts_hold_buf 0 \
    die_x_um 101 \
    crit_type "in -> out" \
    coreArea_um2 6350 \
    finalClockPeriodUsage_pct 112 \
    ys_sh_simple_pct 21.7 \
    syn_avg_cell_area_um2 7.38 \
    drc 0 \
    power.density_nw_per_um2 252 \
    warnings 70 \
]
==> area by class of cell <==
cell class / count / area share (%)
multi-input combinational: 207 / 55.8
timing repair buffer: 204 / 39.2
inverter: 19 / 2.75
tap: 77 / 2.28
==> final timing paths <==
| check | slack [ns] | start | cells after the start | endpoint |
|---|---|---|---|---|
| worst max-delay path | -0.18 | value_i[5] | 6 | hex1_o[6] |
| worst min-delay path | 1.01 | mode_i[0] | 5 | hex2_o[7] |
==> layer usage <==
| metal | GRT usage, % | vias to the layer above |
|---|---|---|
| li1 | - | 1263 |
| met1 | 17.6 | 1145 |
| met2 | 21.7 | 80 |
| met3 | 4.16 | 8 |
| met4 | 0.965 | 0 |
| met5 | 0 | - |
==> stage by stage <==
| step | utilization (%) | instance area, um2 | std cells | hold WS (ns) |
|---|---|---|---|---|
| after global placement | 51.9 | 3300 | 474 | 1.50 |
| after detailed placement | 51.9 | 3300 | 474 | 1.50 |
| after CTS | 62.7 | 3980 | 500 | 1.02 |
| final | 66.5 | 4220 | 507 | 1.01 |
| after floorplan | - | 1760 | 238 | 0.635 |
| after global routing | 66.5 | 4220 | 507 | 1.05 |
==> cell usage after synthesis, drive strengths merged, types with 5 or more instances <==
cell type,instances,share of area [%]
a31oi,6,2.1
o211ai,17,7.3
buf,9,2.7
nand3,11,3.1
ha,42,30
inv,19,4.1
nand2b,15,5.5
o21ai,16,4.6
nand2,19,4.1
o311ai,5,2.5
o31a,5,2.5
mux2i,17,9.7
nor2b,7,2.5
a21oi,5,1.4
nor2,9,1.9
a21boi,7,3.0
==> cell families (layout without fill, tap and decap cells) <==
kind of cell,after synthesis,in the layout
AND-OR/OR-AND,72,72
AND/OR/NAND/NOR,72,72
adder cells (fa/ha/maj),42,42
buffers and inverters,31,223
multiplexers,21,21
==> critical path, stage by stage <==
cell and delay [ns]:
buf_6 0.10, buf_6 0.12, ha_4 0.15, mux2_4 0.27, a221o_1 0.32, buf_2 0.12
==> repair_timing <==
action | CTS | global route
gates cloned | 1 | 0
buffers inserted | 27 | 7
setup endpoints to repair | 48 | 44
pin swaps | 46 | 33
hold endpoints to repair | 0 | 0
resized | 418 | 80
==> where the power goes <==
part | leakage (nW) | switching [mW] | total (mW) | internal, mW
sequential | 0 | 0 | 0 | 0
combinational | 1.83 | 0.457 | 1.07 | 0.609
clock | 0 | 0 | 0 | 0
Power figures rest on the tool's default switching activity, not on a simulated workload.
